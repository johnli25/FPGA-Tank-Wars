### flow/run.sh
#!/bin/bash
# OpenROAD 26Q1-2900-gdf79404cd8, Yosys 0.63+post, stock flow scripts
make -C /OpenROAD-flow-scripts/flow DESIGN_CONFIG=/design/flow/config.mk WORK_HOME=/design/flow/orfs finish
### flow/config.mk
export PLATFORM = sky130hd
export DESIGN_NAME = obstacle
export DESIGN_NICKNAME = obstacle
export VERILOG_FILES = /design/flow/design.v
export SDC_FILE = /design/flow/constraint.sdc
export NUM_CORES = 4
export LEC_CHECK = 1
export CORE_UTILIZATION = 40
### flow/constraint.sdc
current_design obstacle

set clk_period 14.0
set clk_io_pct 0.2

create_clock -name clk0 -period $clk_period

set non_clock_inputs [all_inputs -no_clocks]
set_input_delay [expr $clk_period * $clk_io_pct] -clock clk0 $non_clock_inputs
set_output_delay [expr $clk_period * $clk_io_pct] -clock clk0 [all_outputs]
### flow/design.v
module obstacle(input logic [9:0] BallX, BallY, BallSx, BallSy, 
					 input logic [9:0] Ball2X, Ball2Y, Ball2Sx, Ball2Sy,
					 input logic [9:0] BulletX, BulletY, BulletSx, BulletSy,
					 input logic [9:0] Bullet2X, Bullet2Y, Bullet2Sx, Bullet2Sy, 					 
					 input logic [9:0] DrawX, DrawY,
					 input logic field1On, field2On,
					 output logic obstacle_on,
					 output logic [2:0] bounce_on,
					 output logic [2:0] bounce2_on,
					 output logic [2:0] tank_bounce_on,
					 output logic [2:0] disappear,
					 output logic [2:0] disappear2,
					 output logic [2:0] tank_bullet,
					 output logic [2:0] tank_bullet2
);
	parameter [10:0] shape_x = 10'd310;  
	parameter [10:0] shape_y = 10'd100;
	parameter [10:0] shape_size_x = 30;
	parameter [10:0] shape_size_y = 30;
	parameter [10:0] shape2_size_x = 80;  
	parameter [10:0] shape2_size_y = 20;	
	assign field1 = field1On;
   assign field2 = field2On;
always_comb begin
	if (DrawX >= shape_x && DrawX <= shape_x + shape_size_x 
		 && DrawY >= shape_y && DrawY <= shape_y + shape_size_y)
	begin
		obstacle_on = 1'b1;
	end
	else
		obstacle_on = 1'b0;
end
always_comb begin
	 if ((BallX + BallSx == shape_x) && ((BallY + BallSy >= shape_y) && (BallY <= shape_y + shape_size_y)))
		  bounce_on = 3'b000;
	 else if ((BallX == shape_x + shape_size_x) && ((BallY + BallSy >= shape_y) && (BallY <= shape_y + shape_size_y)))
		  bounce_on = 3'b001;
	 else if ((BallY + BallSy == shape_y) && ((BallX + BallSx >= shape_x) && (BallX <= shape_x + shape_size_x)))
		  bounce_on = 3'b010;
	 else if ((BallY == shape_y + shape_size_y) && ((BallX + BallSx >= shape_x) && (BallX <= shape_x + shape_size_x)))
		  bounce_on = 3'b011;
	 else if ((BallX + BallSx == Ball2X) && ((BallY + BallSy >= Ball2Y) && (BallY <= Ball2Y + Ball2Sy)))
		  bounce_on = 3'b000;
	 else if ((BallX == Ball2X + Ball2Sx) && ((BallY + BallSy >= Ball2Y) && (BallY <= Ball2Y + Ball2Sy)))
		  bounce_on = 3'b001;
	 else if ((BallY + BallSy == Ball2Y) && ((BallX + BallSx >= Ball2X) && (BallX <= Ball2X + Ball2Sx)))
		  bounce_on = 3'b010;
	 else if ((BallY == Ball2Y + Ball2Sy) && ((BallX + BallSx >= Ball2X) && (BallX <= Ball2X + Ball2Sx)))
		  bounce_on = 3'b011;
	 else begin
		  bounce_on = 3'b100;
	 end
end
always_comb begin
	 if ((Ball2X + Ball2Sx == shape_x) && ((Ball2Y + Ball2Sy >= shape_y) && (Ball2Y <= shape_y + shape_size_y)))
		  bounce2_on = 3'b000;
	 else if ((Ball2X == shape_x + shape_size_x) && ((Ball2Y + Ball2Sy >= shape_y) && (Ball2Y <= shape_y + shape_size_y)))
		  bounce2_on = 3'b001;
	 else if ((Ball2Y + Ball2Sy == shape_y) && ((Ball2X + Ball2Sx >= shape_x) && (Ball2X <= shape_x + shape_size_x)))
		  bounce2_on = 3'b010;
	 else if ((Ball2Y == shape_y + shape_size_y) && ((Ball2X + Ball2Sx >= shape_x) && (Ball2X <= shape_x + shape_size_x)))
		  bounce2_on = 3'b011;
	 else if ((Ball2X + Ball2Sx == BallX) && ((Ball2Y + Ball2Sy >= BallY) && (Ball2Y <= BallY + BallSy)))
		  bounce2_on = 3'b000;
	 else if ((Ball2X == BallX + BallSx) && ((Ball2Y + Ball2Sy >= BallY) && (Ball2Y <= BallY + BallSy)))
		  bounce2_on = 3'b001;
	 else if ((Ball2Y + Ball2Sy == BallY) && ((Ball2X + Ball2Sx >= BallX) && (Ball2X <= BallX + BallSx)))
		  bounce2_on = 3'b010;
	 else if ((Ball2Y == BallY + BallSy) && ((Ball2X + Ball2Sx >= BallX) && (Ball2X <= BallX + BallSx)))
		  bounce2_on = 3'b011;		  
	 else begin
		  bounce2_on = 3'b100;
	 end
end
always_comb begin
	 if ((BulletX + BulletSx >= shape_x) && (BulletX <= shape_x + shape_size_x) && ((BulletY + BulletSy >= shape_y) && (BulletY <= shape_y + shape_size_y)))
			disappear = 3'b000;
	 else if ((BulletX <= shape_x + shape_size_x) && (BulletX >= shape_x) && ((BulletY + BulletSy >= shape_y) && (BulletY <= shape_y + shape_size_y)))
			disappear = 3'b001;	 
	 else if ((BulletY + BulletSy >= shape_y) && (BulletY <= shape_y + shape_size_y) && ((BulletX + BulletSx >= shape_x) && (BulletX <= shape_x + shape_size_x)))
			disappear = 3'b010;	 
	 else if ((BulletY <= shape_y + shape_size_y) && (BulletY >= shape_y) && ((BulletX + BulletSx >= shape_x) && (BulletX <= shape_x + shape_size_x)))
			disappear = 3'b011; 
	 else begin
			disappear = 3'b100;
	 end		  
end
always_comb begin
	 if ((Bullet2X + Bullet2Sx >= shape_x) && (Bullet2X <= shape_x + shape_size_x) && ((Bullet2Y + Bullet2Sy >= shape_y) && (Bullet2Y <= shape_y + shape_size_y)))
			disappear2 = 3'b000;
	 else if ((Bullet2X <= shape_x + shape_size_x) && (Bullet2X >= shape_x) && ((Bullet2Y + Bullet2Sy >= shape_y) && (Bullet2Y <= shape_y + shape_size_y)))
			disappear2 = 3'b001;	 
	 else if ((Bullet2Y + Bullet2Sy >= shape_y) && (Bullet2Y <= shape_y + shape_size_y) && ((Bullet2X + Bullet2Sx >= shape_x) && (Bullet2X <= shape_x + shape_size_x)))
			disappear2 = 3'b010;	 
	 else if ((Bullet2Y <= shape_y + shape_size_y) && (Bullet2Y >= shape_y) && ((Bullet2X + Bullet2Sx >= shape_x) && (Bullet2X <= shape_x + shape_size_x)))
			disappear2 = 3'b011;		
	 else begin
			disappear2 = 3'b100;
	 end		  
end
always_comb begin
	 if ((BulletX + BulletSx >= Ball2X) && (BulletX <= Ball2X + Ball2Sx) && ((BulletY + BulletSy >= Ball2Y) && (BulletY <= Ball2Y + Ball2Sy)))
			 if (field2 == 1'b1)
			 begin
				tank_bullet = 3'b100;
			 end
			 else
			 begin
				tank_bullet = 3'b000;
			 end
	 else if ((BulletX <= Ball2X + Ball2Sx) && (BulletX >= Ball2X) && ((BulletY + BulletSy >= Ball2Y) && (BulletY <= Ball2Y + Ball2Sy)))
			if (field2 == 1'b1)
			 begin
				tank_bullet = 3'b100;
			 end
			 else
			 begin
				tank_bullet = 3'b001;	
			 end
	 else if ((BulletY + BulletSy >= Ball2Y) && (BulletY <= Ball2Y + Ball2Sy) && ((BulletX + BulletSx >= Ball2X) && (BulletX <= Ball2X + Ball2Sx)))
			if (field2 == 1'b1)
			 begin
				tank_bullet = 3'b100;
			 end
			 else
			 begin
				tank_bullet = 3'b010;
			 end			 
	 else if ((BulletY <= Ball2Y + Ball2Sy) && (BulletY >= Ball2Y) && ((BulletX + BulletSx >= Ball2X) && (BulletX <= Ball2X + Ball2Sx)))
			if (field2 == 1'b1)
			 begin
				tank_bullet = 3'b100;
			 end
			 else
			 begin
				tank_bullet = 3'b011;
			 end
	 else
	 begin
			tank_bullet = 3'b100;
    end			
end
always_comb begin
		 if ((Bullet2X + Bullet2Sx >= BallX) && (Bullet2X <= BallX + BallSx) && ((Bullet2Y + Bullet2Sy >= BallY) && (Bullet2Y <= BallY + BallSy)))
				if (field1 == 1'b1)
				 begin
					tank_bullet2 = 3'b100;
				 end
				 else
				 begin
					tank_bullet2 = 3'b000;
				 end
		 else if ((Bullet2X <= BallX + BallSx) && (Bullet2X >= BallX) && ((Bullet2Y + Bullet2Sy >= BallY) && (Bullet2Y <= BallY + BallSy)))
				if (field1 == 1'b1)
				 begin
					tank_bullet2 = 3'b100;
				 end
				 else
				 begin
					tank_bullet2 = 3'b001;
				 end	 
		 else if ((Bullet2Y + Bullet2Sy >= BallY) && (Bullet2Y <= BallY + BallSy) && ((Bullet2X + Bullet2Sx >= BallX) && (Bullet2X <= BallX + BallSx)))
				if (field1 == 1'b1)
				 begin
					tank_bullet2 = 3'b100;
				 end
				 else
				 begin
					tank_bullet2 = 3'b010;	 
				 end	 
		 else if ((Bullet2Y <= BallY + BallSy) && (Bullet2Y >= BallY) && ((Bullet2X + Bullet2Sx >= BallX) && (Bullet2X <= BallX + BallSx)))
				if (field1 == 1'b1)
				 begin
					tank_bullet2 = 3'b100;
				 end
				 else
				 begin
					tank_bullet2 = 3'b011; 
				 end	 
		 else
		 begin
				tank_bullet2 = 3'b100;
		end
end
endmodule
==> flow report <==
========================================================================
Hold slack                                                       6510 ps
Post-synthesis xor/xnor area fraction                             0.0589
Final core area utilization                                        0.527
Post-synth top area cell                                    sky130_fd_sc_hd__ha_1
Share of layout cells above drive strength 1                      0.0234
Total wirelength of the detailed-routed design                   23.0 mm
Worst Setup End Kind                                          output pin
Detailed-route via count                                            8108
Height of the chip                                                143 um
Post-CTS resize count                                                  0
Synthesis area per yosys                                      7990 sq um
Hold violation total from the final report                             0
Cell types occupying the most area after synthesis          sky130_fd_sc_hd__ha_1 (37%), sky130_fd_sc_hd__a21oi_1 (5.8%), sky130_fd_sc_hd__a21o_1 (5.0%)
Tally of OpenROAD warnings                                            32
HPWL reported at the end of detailed placement                   20.4 mm
Antenna-violating nets left                                            0
Number of cells after detailed placement                            1504
Power per standard cell area                                45.9 nW/um^2
Count of synthesis-stage warnings from yosys                           6
Number of global-route vias before repair                           7392
Total inserted antenna cells                                           0
Post-Synthesis Cells                                                1042
Switching power share of the total                                 0.521
Non-filler cells in the finished layout                             1504
Total Power                                                     0.472 mW
Share of the synthesized area in the top cell type                 0.370
Outcome                                                     finished clean
Total of fill cells in the finished design                          1931
Internal power summed over all cells                            0.226 mW
Chip Footprint                                               20500 sq um
Placed Instance Area                                         10300 sq um
Pre-Repair DR Iteration Count                                          5
Netlist Area Pre-Place                                        7990 sq um
Initial drt markers                                                  386
Overall fraction of global-route tracks in use                     0.225
Max_cap viols                                                          0
Number of hold-repair buffers added at the cts stage                   0
Aoi/oai-family share of the synthesized area                       0.300
IO Count                                                             204
Post-synth seq share                                                   0
Detailed-route vias per instance                                    5.39
Share of total power in combinational logic                        1.000
Pin count of the biggest net entering global routing                  11
Mean instance size in the synthesized netlist                 7.67 sq um
Pre-CTS worst setup slack                                        3750 ps
Initial core utilization                                           0.409
Final period util                                                  0.733
Critical Path Fanout Max                                               6
Std-Cell Core Area                                           19500 sq um
Static leakage power                                             4.78 nW
Final-layout setup total negative slack                             0 ps
Hold Path End                                                obstacle_on
Number of max-slew violations in the final report                      0
Final worst slack                                                3740 ps
Biggest combinational cell group after synthesis             adder cells
Time the final worst path needs with I/O delays and setup       10260 ps
RSZ-0062 raised after global routing                               false
Flip-flop and latch area                                         0 sq um
Die width                                                         143 um
Slew @ Worst Pin                                                  736 ps
Leading post-synthesis cells by instance count              sky130_fd_sc_hd__ha_1 (236), sky130_fd_sc_hd__a21oi_1 (93), sky130_fd_sc_hd__inv_1 (92)
Net Switching                                                   0.246 mW
Area growth syn-to-layout                                          28.8%
Row count                                                             51
Clock buf count                                                        0
Adder and majority cell fraction of the synthesized area           0.391
Simple-Gate Fraction of Synth Area                                 0.195
Min-Delay Startpoint                                            DrawX[8]
Global-route wire length before repair                           37.0 mm
Setup CP Type                                               input port to output pin
Routability cong.                                                  0.940
Number of distinct library cells after synthesis                      79
Critical Path AT                                                 7460 ps
Post-synth mux share                                             0.00532
Port Buffer Count                                                    201
Sequential fraction of design power                                    0
Sum of overflow across all layers after global routing                 0
Max-slew headroom                                                  0.497
Clock power frac                                                       0
Initial antenna violation count                                        0
Detailed-route DRC error count                                         0
Total non-filler cell area in the finished layout            10300 sq um
Final-report setup violation count                                     0
Buffer count from post-CTS setup fixing                                0
Number of sequential storage elements                                  0
Worst hold path stage count                                            4
Worst-case vdd ir drop                                           17.6 uV
Worst Hold Class                                            input port to output pin
Routed wire length per instance                                  15.3 um
Required @ worst endpoint                                       11200 ps
Kind of start point of the critical path                      input port
Synth top cell by count                                     sky130_fd_sc_hd__ha_1
Highest Clock Rate                                              97.5 MHz
Count of instantiated cells in the yosys netlist                    1042
========================================================================
cells by family (layout without fill, tap and decap cells):
kind of cell               count (synthesis)  in the layout
adders and majority gates                245            245
other                                      1              3
AOI/OAI and AO/OA                        351            351
and+or+nand+nor                          291            291
buffers and inverters                     98            293
xor gates and xnor gates                  52             52
muxes                                      4              4
layout by cell type, fill, tap and decap left out, drive strengths merged, types with 6 or more instances in the layout:
cell type / count
a2111oi: 12
a211oi: 26
a21o: 53
a21oi: 94
a31oi: 8
and3: 10
clkdlybuf4s50: 201
fa: 8
ha: 236
inv: 92
nand2: 50
nand2b: 26
nand3: 22
nand3b: 7
nand4: 24
nor2: 57
nor2b: 18
nor3: 26
nor3b: 6
nor4: 9
o211ai: 10
o21a: 19
o21ai: 64
o21bai: 8
o311ai: 6
o31ai: 6
or2: 9
or3: 8
or4: 6
xnor2: 29
xor2: 22
power groups by stage:
stage	registers, mW	logic (mW)	clock network (mW)
4_1_cts	0	0.472	0
5_1_grt	0	0.537	0
6_report	0	0.472	0
worst max-delay path, cell delays in order:
cell	delay (ps)
sky130_fd_sc_hd__clkdlybuf4s50_1	580
sky130_fd_sc_hd__ha_1	320
sky130_fd_sc_hd__fa_1	410
sky130_fd_sc_hd__a21o_1	170
sky130_fd_sc_hd__a21oi_1	210
sky130_fd_sc_hd__nor2b_1	100
sky130_fd_sc_hd__o211a_1	240
sky130_fd_sc_hd__or3b_2	500
sky130_fd_sc_hd__ha_1	300
sky130_fd_sc_hd__nand4_1	90
sky130_fd_sc_hd__nor2_1	340
sky130_fd_sc_hd__nor2_1	90
sky130_fd_sc_hd__nor2_1	130
sky130_fd_sc_hd__and3_1	210
sky130_fd_sc_hd__o21ai_1	80
sky130_fd_sc_hd__a32o_1	220
sky130_fd_sc_hd__a22oi_2	140
sky130_fd_sc_hd__clkdlybuf4s50_1	530
worst max-delay path by stage:
stage	startpoint	endpoint	slack, ps	cells past startpoint
after CTS	BallY[0]	bounce_on[0]	3730	18
after global routing	BallY[0]	bounce_on[0]	3410	18
final	BallY[0]	bounce_on[0]	3740	18
final cells by class:
cell class / count / area, sq um / area share
multi-input cells: 946 / 7600 / 0.739
repair buffers: 201 / 2010 / 0.196
inverters: 92 / 345 / 0.0336
well taps: 265 / 332 / 0.0322
layer usage:
metal  global-route usage  up-vias  wire length [um]
met5                    0        -                 0
met4               0.0118        0                98
met3              0.00611        4               822
met2                0.367      158             10200
met1                0.346     3558             11900
li1                     -     4388                 -
Power is estimated from default activity; no workload was simulated.
