File: /design/flow/config.mk
export PLATFORM = sky130hd
export DESIGN_NAME = game_sm
export DESIGN_NICKNAME = game_sm
export VERILOG_FILES = /design/flow/design.v
export SDC_FILE = /design/flow/constraint.sdc
export NUM_CORES = 4
export LEC_CHECK = 1
export CORE_AREA = 10 10 85 85
export DIE_AREA = 0 0 95 95
File: /design/flow/constraint.sdc
current_design game_sm

set clk_period 2.2
set clk_io_pct 0.2

create_clock -name clk0 -period $clk_period [get_ports {frame_clk}]

set non_clock_inputs [all_inputs -no_clocks]
set_input_delay [expr $clk_period * $clk_io_pct] -clock clk0 $non_clock_inputs
set_output_delay [expr $clk_period * $clk_io_pct] -clock clk0 [all_outputs]
File: /design/flow/design.v
module game_sm(input logic frame_clk,
					input logic Reset,
					input logic shot_hit1,
					input logic shot_hit2,
					input logic tank_powerup,
					input logic [31:0] keycode, 
					output logic [2:0] heart1_display,
					output logic [2:0] heart2_display,
					output logic game_over_display, game_over_display2, heart_showup);
enum logic [4:0] {
WAIT,
START,
DONE,
DONE2,
PLAY,  
TANK1_BULLET,
TANK2_BULLET
} state, next_state;
logic [2:0] count;
logic [2:0] next_count;
logic [2:0] count2;
logic [2:0] next_count2;
logic heart_up_reg; 
logic next_heart_up_reg;
always_ff @ (posedge frame_clk) begin
	if (Reset) begin
		state <= START; 
		count <= 3'd0;
		count2 <= 3'd0;
		heart_up_reg <= 1'b0;
	end
	else begin
		state <= next_state;
		count <= next_count;
		count2 <= next_count2;
		heart_up_reg <= next_heart_up_reg;
	end
end
always_comb begin
	next_count = count;
	next_count2 = count2;	
	heart1_display = count;  
	heart2_display = count2;
	game_over_display = 1'b0;
	game_over_display2 = 1'b0;
	next_heart_up_reg = heart_up_reg;
	heart_showup = heart_up_reg;
	case(state)
	START: begin 
		next_count = 3'd4;
		next_count2 = 3'd4;	
		heart1_display = 3'd4;
		heart2_display = 3'd4;
		game_over_display = 1'b0;
		game_over_display2 = 1'b0;
		next_heart_up_reg = 1'b0;
		heart_showup = 1'b0;
		next_state = PLAY;		
	end
	PLAY: begin
		if (shot_hit1 == 1'b1) 
			next_state = TANK1_BULLET;
		else if (shot_hit2 == 1'b1) begin
			next_state = TANK2_BULLET;		
		end
		else 
			next_state = PLAY; 		
	end
	TANK1_BULLET: begin
		next_count = count - 3'd1;
		if (count == 3'd0)
			next_state = DONE;
		else 
			next_state = PLAY;
	end   
	TANK2_BULLET: begin
		next_count2 = count2 - 3'd1;
		if (count2 == 3'd0)
			next_state = DONE2;
		else 
			next_state = PLAY;	
	end
	DONE: begin
		game_over_display = 1'b1;  
		if (keycode == 8'h0A)  
			next_state = START;
		else 
			next_state = DONE;	
	end
	DONE2: begin
		game_over_display2 = 1'b1;  
		if (keycode == 8'h0A)  
			next_state = START;
		else 
			next_state = DONE2;			
	end
	default: begin
		heart1_display = 3'b0;  
		heart2_display = 3'b0;
		game_over_display = 1'b0;
		game_over_display2 = 1'b0;	
		next_state = START;  
		heart_showup = 1'b0;
	end
	endcase
end
endmodule
File: /design/flow/run.sh
#!/bin/bash
# OpenROAD 26Q1-2900-gdf79404cd8, Yosys 0.63+post, stock flow scripts
make -C /OpenROAD-flow-scripts/flow DESIGN_CONFIG=/design/flow/config.mk WORK_HOME=/design/flow/orfs finish
==> job_summary.md <==
## Implementation flow summary

| Metric | Value |
|---|---|
| Total Routing Usage GR | `0.0482` |
| Setup TNS | `0 ns` |
| Die span in y | `95 µm` |
| Top layer in use | `met3` |
| Yosys chip area | `679 µm²` |
| Vias per cell | `between 3 and 4` |
| Pwr/cell area | `around 470 mW/mm²` |
| Largest net degree at the start of global routing | `13` |
| Tool warning count | `28` |
| RSZ-0062 raised after global routing | `no` |
| Worst Setup Start Kind | `register` |
| VDD IR-drop max | `approximately 310 µV` |
| Outcome | `complete, no violations` |
| Core Rows | `27` |
| Netlist cell types | `25` |
| Hold_ws | `between 0.5 and 0.6 ns` |
| Placed cells | `194` |
| Antenna cells | `0` |
| Routed Antenna Nets | `0` |
| Global-route wire length before repair | `3500 µm` |
| Final tally of setup violations | `0` |
| Num CTS Buffers | `3` |
| TritonRoute pass-1 iters | `3` |
| F_max | `approximately 0.47 GHz` |
| Final wirelength | `2270 µm` |
| Period minus WS final | `2.13 ns` |
| Post-synthesis sequential area ratio | `0.354` |
| Clock sink count | `12` |
| Root buffer cell | `clkbuf_8` |
| Initial Utilization | `0.124` |
| Post-CTS Hold Fix Bufs | `0` |
| Io pins | `46` |
| Clk pin slew, worst setup/hold paths | `~0.05 ns` |
| GP Congestion | `0.776` |
| I/O Buffers | `43` |
| Dpl ws | `0.149 ns` |
| Yosys Warn Count | `1` |
| Longest Clk Path Bufs | `2` |
| Core ar. | `~0.0055 mm²` |
| Max-cap violations | `0` |
| Dpl hpwl | `1860 µm` |
| Fraction of layout cells with a size suffix above 1 | `0.117` |
| Yosys Instances | `80` |
| Initial antenna violation count | `0` |
| Vias in the first global route | `723` |
| CP Class | `reg -> out` |
| Metal1 wirelength | `1020 µm` |
| P_leak | `around 0.5 nW` |
| CP arrival | `roughly 1.7 ns` |
| Critical Path RT | `roughly 1.8 ns` |
| DR WL met2 | `around 1000 µm` |
| Worst clock skew | `0.00234 ns` |
| CTS tree | `built` |
| Hold Vio Cnt, Final | `0` |
| Metal3 WL | `271 µm` |
| Die Wd | `around 95 µm` |
| Largest fanout on the critical path | `2` |
| Routed vias | `about 730` |
| Wire length per cell | `11.3 µm` |
| Die area | `0.00903 mm²` |
| Initial drt markers | `17` |
| Ys flops | `12` |
| Cell area after synthesis | `679 µm²` |
| Final worst-path cycle share | `0.970` |
| Late-Pin Clk Latency | `about 0.24 ns` |
| DRC viols | `0` |
| Synth-to-layout area growth | `89.1%` |
| Element type at the critical path end | `output port` |
| Worst hold path class | `reg -> reg` |
| Cells after Synth | `about 80` |
| H-tree levels | `1` |
| Syn avg cell area | `between 8 and 9 µm²` |
| Hold depth | `2` |
| Setup ws final | `roughly 0.066 ns` |
| Finished Layout Cells | `200` |
| Remaining Overflow, GRT | `0` |
| R2R depth | `6` |
| Slew Limit Fails | `0` |
==> synth_stat cells <==
| cell type | count | area (µm²) |
|---|---|---|
| and3b_1 | 1 | 8.76 |
| a21o_1 | 2 | 15.0 |
| buf_6 | 2 | 22.5 |
| buf_4 | 1 | 7.51 |
| nand3b_1 | 2 | 15.0 |
| nor4_1 | 7 | 43.8 |
| mux2i_1 | 2 | 20.0 |
| or4_4 | 1 | 11.3 |
| dfxtp_1 | 12 | 240 |
| a21oi_1 | 6 | 30.0 |
| o31a_1 | 2 | 17.5 |
| nor4b_1 | 2 | 17.5 |
| nand4_1 | 2 | 12.5 |
| nor2_1 | 14 | 52.6 |
| conb_1 | 1 | 3.75 |
| o21ai_0 | 2 | 10.0 |
| a21o_2 | 1 | 8.76 |
| inv_1 | 6 | 22.5 |
| ha_1 | 4 | 50.1 |
| clkbuf_1 | 1 | 3.75 |
| a22oi_1 | 1 | 7.51 |
| nand2b_1 | 4 | 25.0 |
| or2_1 | 1 | 6.26 |
| a311oi_1 | 2 | 17.5 |
| nor4bb_1 | 1 | 10.0 |
==> worst paths after layout <==
path                                              from                endpoint  slack, ns
worst max-delay path                  state[5]$_DFF_P_       heart1_display[2]       0.07
worst min-delay path             count[0]$_SDFFE_PP0P_   count[0]$_SDFFE_PP0P_       0.51
worst max register to register  count2[0]$_SDFFE_PP0P_  count2[2]$_SDFFE_PP0P_       1.06
worst min register to register   count[0]$_SDFFE_PP0P_   count[0]$_SDFFE_PP0P_       0.51
==> critical path: stages, from the launching register on <==
cell,delay (ns)
dfxtp_2,0.32
or2_4,0.25
or4_4,0.54
a21o_1,0.18
clkdlybuf4s15_1,0.17
==> layout make-up <==
| type | instances | area (µm²) |
|---|---|---|
| fill | 601 | 4190 |
| timing repair buffer | 48 | 474 |
| multi-input combinational | 58 | 400 |
| sequential | 12 | 243 |
| tap | 72 | 90.1 |
| clock buffer | 4 | 55.1 |
| inverter | 6 | 22.5 |
==> cell families (layout without fill, tap and decap cells) <==
family / after synthesis / count (layout) / share of synthesized area
AND-OR/OR-AND: 16 / 16 / 0.157
adder cells (fa/ha/maj): 4 / 4 / 0.0737
buffers and inverters: 10 / 58 / 0.0829
flip-flops: 12 / 12 / 0.354
multiplexers: 2 / 2 / 0.0295
other: 1 / 1 / 0.00552
AND/OR/NAND/NOR: 35 / 35 / 0.298
==> metal layers <==
layer,track usage,vias to the layer above
met5,0,-
met3,0.0280,0
met1,0.0639,322
met2,0.0709,27
met4,0,0
li1,-,383
==> timing repair <==
action | CTS | global route
hold endpoints to repair | 0 | 0
resized | 6 | 5
buffers inserted | 2 | 0
endpoints found under the setup margin | 2 | 4
pin swaps | 4 | 0
==> flip-flops by register name, summed over array words and instances, names as in the netlist <==
name / count
count2: 3
state: 6
count: 3
==> power breakdown <==
part	switching, W	internal [W]
logic	0.0000353	0.0000907
registers	0.00000927	0.000227
clock network	0.0000815	0.000158
total	0.000126	0.000475
==> metrics by stage <==
stage	power (W)	utilization	cell area, µm²
after floorplan	0.000277	-	679
after global placement	0.000360	0.217	1190
after detailed placement	0.000361	0.217	1190
after CTS	0.000606	0.231	1270
after global routing	0.000640	0.235	1280
final	0.000602	0.235	1280
==> cells in the final DEF (no fill, tap or decap), drive strengths merged, types with 3 or more instances in the layout <==
cell type / count
ha: 4
clkbuf: 4
clkdlybuf4s50: 40
a21o: 3
inv: 6
nor2: 14
nor4: 7
nand2b: 4
dfxtp: 12
buf: 5
a21oi: 6
Power figures rest on the tool's default switching activity, not on a simulated workload.
